**./design.v**
```verilog
module uart_clk_gen(
    input clk,              
    output reg txclk,
    output reg rxclk,
    output reg one_sec
);
parameter master_clock = 24_000_000;
parameter baud_rate = 115200;
reg [31:0]count_rx,count_tx,clock_count;
always @(posedge clk) begin
if(count_rx == ((master_clock/(baud_rate * 16)) -1))              
        count_rx <= 0;
else
        count_rx <= count_rx + 1;
if(count_tx == ((master_clock/baud_rate) -1))             
        count_tx <= 0;
else
        count_tx <= count_tx + 1;
if(clock_count == (master_clock-1))
    clock_count <= 0;
else 
    clock_count <= clock_count + 1;
txclk <= (count_tx < ((master_clock/baud_rate)/2))?1:0;       
rxclk <= (count_rx < (master_clock/(baud_rate * 32)))?1:0;   
one_sec <= (clock_count < (master_clock/2))?1:0;                             
end
endmodule
```
**./run.sh**
```bash
#!/bin/bash
# OpenROAD 26Q1-2900-gdf79404cd8, Yosys 0.63+post, stock flow scripts
make -C /OpenROAD-flow-scripts/flow DESIGN_CONFIG=/design/flow/config.mk WORK_HOME=/design/flow/orfs finish
```
**./config.mk**
```make
export PLATFORM = sky130hd
export DESIGN_NAME = uart_clk_gen
export DESIGN_NICKNAME = uart_clk_gen
export VERILOG_FILES = /design/flow/design.v
export SDC_FILE = /design/flow/constraint.sdc
export NUM_CORES = 4
export LEC_CHECK = 1
export CORE_UTILIZATION = 30
```
**./constraint.sdc**
```tcl
current_design uart_clk_gen

set clk_period 5.7
set clk_io_pct 0.2

create_clock -name clk0 -period $clk_period [get_ports {clk}]

set non_clock_inputs [all_inputs -no_clocks]
set_input_delay [expr $clk_period * $clk_io_pct] -clock clk0 $non_clock_inputs
set_output_delay [expr $clk_period * $clk_io_pct] -clock clk0 [all_outputs]
```
==> notes.org <==
#+TITLE: Flow metrics

** Status
- The run finished with clean final reports.

** Synthesis
- Per the synth stats, the flop cell with the highest instance count is sky130_fd_sc_hd__dfxtp_1.
- Cell area after technology mapping :: 0.00424 sq mm
- The synthesized instance count is 447.
- Of all flip-flops after synthesis, the portion carrying an async set or reset was 0%.
- Share of the yosys chip area belonging to registers :: 46.7%
- A synthesized cell averages 9.49 sq um.
- Flops after synth :: 99
- In this run, distinct cell masters in the synthesized netlist total 40.
- Number of synthesis warnings :: 1
- For this design, Yosys synthesis ends with a cell count of 447.
- Yosys mapped a number of flops with a built-in enable equal to 0.
- Area figure in the yosys stat output :: 0.00424 sq mm

** CTS
- For this design, the sink count on the clock tree is 99.
- CTS tree :: done
- Number of buffers on the longest clock path :: 2
- On the worst setup and hold paths after CTS, the clock-pin slew comes to 0.07 ns.
- Post-cts hold-fix buffer tally :: 0
- Maximum level of the CTS H-tree :: 3
- After clock tree synthesis, the repair step resized 0 gates.
- The CTS report gives the tree buffer count as 9.
- Root buffer cell :: sky130_fd_sc_hd__clkbuf_16
- Clk Latency, worst-skew pair :: 0.34 ns
- Post-CTS repair timing setup buffer count :: 0

** STA
- Counting I/O delays and the setup requirement, the final critical path takes 2.37 ns.
- The worst pin sits at a relative slew slack of 39.9%.
- On the final layout, the worst clock skew is 0.00912 ns.
- Timing would allow up to 0.422 GHz.
- Setup-violating endpoint count in the final report :: 0
- Unrepaired setup endpoints after global routing :: false
- Looking at the max-slew report, the worst-margin pin has a slew of 0.895 ns.
- Final Max Slew Viols :: 0
- Setup total negative slack :: 0 ns
- Hold timing on the final database bottoms out at a slack of 0.463 ns.
- For reference, the final report shows the hold violation count at 0.
- Share of the cycle needed by the critical path after routing :: 41.6%

** Critical path
- In the setup report, the worst path falls into the class flop to flop.
- Startpoint types :: flop
- Peak fanout along the critical path :: 13
- CP required :: 5.90 ns
- The arrival time of data at the worst endpoint is listed as 2.57 ns.
- STA classifies the critical path endpoint as a flop.

** Final layout
- Area delta synth->final :: 12.7%
- Summing all multi-input logic gate instances after layout gives 0.00219 sq mm.
- Total of fill cells in the finished design :: 1340
- Per the cell usage report, the commonest logic cells after layout are sky130_fd_sc_hd__dfxtp_1, sky130_fd_sc_hd__xnor2_1, sky130_fd_sc_hd__nand3_1.
- Across the whole layout, storage elements account for 0.00198 sq mm.
- After routing the design area is 0.00478 sq mm.
- Count of placed standard cells in the final layout, fillers left out :: 643
- Of the cells placed in the final design, the portion with a size suffix greater than 1 is 6.26%.
- The library cell used most frequently in the layout, excluding fill and tap cells, is sky130_fd_sc_hd__dfxtp_1.

** Power and ir drop
- Worst VDD drop :: 0.000162 V
- PD cells :: 269 mW/mm^2
- In this run the static leakage power is 0.00160 uW.

** Global route
- For this run, the total global-route usage over all layers was measured as 11.1%.
- The number of antenna violations at the first check in global routing was 0.
- Routing resource usage on met3 recorded by global route was 2.64%.
- The first global-routing pass estimated 13200 um of wire.
- Busiest metal layer after global routing :: met1
- Global routing used 17.2% of the available met1 tracks.
- The global routing report lists met2 layer usage as 16.4%.
- Entering global routing, the biggest net connects 16 pins.
- Vias in the first global route :: 2836
- Remaining Overflow, GRT :: 0

** Floorplanning
- Placement Rows :: 43
- For this design the top-level I/O count stands at 4.
- The floorplan step records an initial core utilization of 30.7%.
- The vertical die dimension reported for this design is 121 um.
- The region available for standard cell placement spans 0.0138 sq mm.
- In this run the horizontal extent of the chip is 121 um.
- Die area :: 0.0146 sq mm

** Route
- Before antenna repair, the detailed router went through 5 iterations.
- Summing over every cut layer, the via total after detailed routing is 3199.
- Ant diodes :: 0
- Total Routed Length :: 7730 um
- Number of remaining DRC errors :: 0
- For this run, the detailed router reports a per-instance via density of 4.98.
- Average detailed-routed wire length per instance :: 12.0 um
- Post-route ant nets :: 0
- Starting DRC count in detailed routing :: 209

** Run
- Across all stage logs, warnings added up to 26.
- The tool flagged a number of max-cap violations equal to 0.

** Worst hold path
- In this run the worst hold path is classified as flop to flop.

** Place
- Placer Congestion :: 0.894
- Port bufs :: 3
- Estimated wirelength of the detail-placed design :: 5300 um
- Placed inst area :: 0.00450 sq mm
- After detailed placement, the design holds a cell count of 627.
==> per-layer routing <==
metal,vias up,part of all wire (%)
met3,11,4.1
met2,56,43
met1,1484,52
li1,1648,-
met4,0,1.6
met5,-,0
==> cells in the mapped netlist (all sizes together) (3+ instances only) <==
| cell | count | share of area (%) |
|---|---|---|
| or2 | 3 | 0.44 |
| nor3 | 13 | 1.7 |
| nor2 | 28 | 2.5 |
| nand3 | 43 | 5.1 |
| xor2 | 21 | 4.3 |
| nand4 | 33 | 4.9 |
| o21ai | 6 | 0.71 |
| and3 | 14 | 2.1 |
| nor4 | 23 | 4.2 |
| o31ai | 4 | 0.71 |
| or4 | 7 | 1.4 |
| nor2b | 3 | 0.44 |
| and4 | 10 | 2.1 |
| a21oi | 7 | 0.83 |
| dfxtp | 99 | 47 |
| ha | 4 | 1.2 |
| o311ai | 3 | 0.62 |
| or3 | 4 | 0.59 |
| inv | 9 | 0.80 |
| xnor2 | 58 | 12 |
| clkbuf | 6 | 0.53 |
| nand2 | 33 | 2.9 |
==> per-stage QoR <==
stage               utilization, %  worst slack, ns  total power [uW]
CTS                           34.6             3.33              1300
floorplan                        -             3.69               707
detailed placement            32.5             3.35               707
finish                        34.6             3.33              1290
global placement              32.5             3.40               707
global route                  34.6             3.17              1330
==> worst max-delay path, stage by stage, from the launching register on <==
cell	delay, ns
sky130_fd_sc_hd__dfxtp_1	0.45
sky130_fd_sc_hd__or4bb_1	0.51
sky130_fd_sc_hd__or4_4	0.50
sky130_fd_sc_hd__nor4_4	0.65
sky130_fd_sc_hd__nor3_1	0.12
==> final timing paths <==
| kind | startpoint | end | slack (ns) | depth (start not counted) |
|---|---|---|---|---|
| worst max register to register | clock_count[18] | clock_count[10] | 3.33 | 4 |
| worst min-delay path | count_rx[31] | count_rx[31] | 0.46 | 1 |
| worst min register to register | count_rx[31] | count_rx[31] | 0.46 | 1 |
| worst max-delay path | clock_count[18] | clock_count[10] | 3.33 | 4 |
==> logic make-up (layout without fill, tap and decap cells) <==
group / after synthesis / count (layout) / share of synthesized area (%)
mux: 2 / 2 / 0.501
compound gates: 24 / 24 / 3.63
fa+ha+maj: 4 / 4 / 1.18
buf+inv: 16 / 32 / 1.59
simple gates: 223 / 223 / 30.1
flops: 99 / 99 / 46.7
xor+xnor: 79 / 79 / 16.3
==> cell type report <==
cell class	count	share of cell area, %
timing repair buffer	7	1.26
inverter	9	0.706
tap	180	4.71
sequential	99	41.4
clock inverter	4	1.07
multi-input combinational	332	45.9
clock buffer	12	4.94
==> state kept, by name, indices dropped and copies added, names as in the netlist <==
name         cells
clock_count     32
count_rx        32
count_tx        32
one_sec          1
rxclk            1
txclk            1
==> where the power goes <==
part           internal [uW]  leakage, uW  switching (uW)  total, uW
logic                      0     0.000671               0   0.000671
registers                691     0.000797               0        691
clock network            341     0.000137             253        594
total                   1030      0.00160             253       1290
No activity file was given, so power comes from the tool's default toggle rates.
